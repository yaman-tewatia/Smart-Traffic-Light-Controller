==> flow/design.v <==
`timescale 1ns / 1ps
module adaptive_TLC(
 input clk,
  input reset,
  input pedestrian_button,
  input [3:0] emergency,   
  input car_n, car_s, car_e, car_w,
  output reg [2:0] n, s, e, w
    );
  localparam GREEN  = 3'b001;
  localparam YELLOW = 3'b010;
  localparam RED    = 3'b100;
  localparam 
    IDLE     = 4'b0000,
    PED      = 4'b0001,
    N_GREEN  = 4'b0010, N_YELLOW  = 4'b0011,
    S_GREEN  = 4'b0100, S_YELLOW  = 4'b0101,
    E_GREEN  = 4'b0110, E_YELLOW  = 4'b0111,
    W_GREEN  = 4'b1000, W_YELLOW  = 4'b1001;
  reg [3:0] state;
  reg [3:0] count;
  reg [3:0] emergency_pending;
  reg pedestrian_pending;
  reg [3:0] car_pending;
  always @(posedge clk) begin 
    if (reset) begin
      state <= IDLE;
      count <= 4'd0;
      emergency_pending <= 4'b0000;
      pedestrian_pending <= 1'b0;
      car_pending <= 4'b0000;
    end
    else begin
      if (emergency != 4'b0000)
        emergency_pending <= emergency_pending | emergency;
      if (pedestrian_button)
        pedestrian_pending <= 1;
      if (car_n | car_s | car_e | car_w)
        car_pending <= car_pending | {car_n, car_s, car_e, car_w}; 
      case (state)
        IDLE: begin
          if (emergency_pending != 4'b0000) begin 
            if (emergency_pending[3]) begin
              state <= N_GREEN;
              emergency_pending[3] <= 0;
            end
            else if (emergency_pending[2]) begin
              state <= S_GREEN;
              emergency_pending[2] <= 0;
            end
            else if (emergency_pending[1]) begin
              state <= E_GREEN;
              emergency_pending[1] <= 0;
            end
            else if (emergency_pending[0]) begin
              state <= W_GREEN;
              emergency_pending[0] <= 0;
            end
            count <= 0;
          end
          else if (pedestrian_pending) begin
            state <= PED;
            pedestrian_pending <= 0;
            count <= 0;
          end
          else if (car_pending != 4'b0000) begin
            if (car_pending[3]) begin
              state <= N_GREEN;
              car_pending[3] <= 0;
            end
            else if (car_pending[2]) begin
              state <= S_GREEN;
              car_pending[2] <= 0;
            end
            else if (car_pending[1]) begin
              state <= E_GREEN;
              car_pending[1] <= 0;
            end
            else if (car_pending[0]) begin
              state <= W_GREEN;
              car_pending[0] <= 0;
            end
            count <= 0;
          end
          else begin
            state <= IDLE;
          end
        end
        PED: begin
          if (count == 4'd4) begin  
            count <= 0;
            state <= IDLE;
          end
          else begin
            count <= count + 1;
            state <= PED;
          end
        end
        N_GREEN: begin
          if (count == 4'd7) begin
            count <= 0;
            state <= N_YELLOW;
          end
          else begin
            count <= count + 1;
            state <= N_GREEN;
          end
        end
        N_YELLOW: begin
          if (count == 4'd3) begin
            count <= 0;
            state <= IDLE;
          end
          else begin
            count <= count + 1;
            state <= N_YELLOW;
          end
        end
        S_GREEN: begin
          if (count == 4'd7) begin
            count <= 0;
            state <= S_YELLOW;
          end
          else begin
            count <= count + 1;
            state <= S_GREEN;
          end
        end
        S_YELLOW: begin
          if (count == 4'd3) begin
            count <= 0;
            state <= IDLE;
          end
          else begin
            count <= count + 1;
            state <= S_YELLOW;
          end
        end
        E_GREEN: begin
          if (count == 4'd7) begin
            count <= 0;
            state <= E_YELLOW;
          end
          else begin
            count <= count + 1;
            state <= E_GREEN;
          end
        end
        E_YELLOW: begin
          if (count == 4'd3) begin
            count <= 0;
            state <= IDLE;
          end
          else begin
            count <= count + 1;
            state <= E_YELLOW;
          end
        end
        W_GREEN: begin
          if (count == 4'd7) begin
            count <= 0;
            state <= W_YELLOW;
          end
          else begin
            count <= count + 1;
            state <= W_GREEN;
          end
        end
        W_YELLOW: begin
          if (count == 4'd3) begin
            count <= 0;
            state <= IDLE;
          end
          else begin
            count <= count + 1;
            state <= W_YELLOW;
          end
        end
        default: begin
          state <= IDLE;
          count <= 0;
        end
      endcase
    end
  end
  always @(state) begin
    case (state)
      IDLE, PED: begin
        n = RED; s = RED; e = RED; w = RED;
      end
      N_GREEN: begin n = GREEN; s = RED; e = RED; w = RED; end
      N_YELLOW: begin n = YELLOW; s = RED; e = RED; w = RED; end
      S_GREEN: begin n = RED; s = GREEN; e = RED; w = RED; end
      S_YELLOW: begin n = RED; s = YELLOW; e = RED; w = RED; end
      E_GREEN: begin n = RED; s = RED; e = GREEN; w = RED; end
      E_YELLOW: begin n = RED; s = RED; e = YELLOW; w = RED; end
      W_GREEN: begin n = RED; s = RED; e = RED; w = GREEN; end
      W_YELLOW: begin n = RED; s = RED; e = RED; w = YELLOW; end
      default: begin n = RED; s = RED; e = RED; w = RED; end
    endcase
  end
endmodule
==> flow/run.sh <==
#!/bin/bash
# OpenROAD 26Q1-2900-gdf79404cd8, Yosys 0.63+post, stock flow scripts
make -C /OpenROAD-flow-scripts/flow DESIGN_CONFIG=/design/flow/config.mk WORK_HOME=/design/flow/orfs finish
==> flow/config.mk <==
export PLATFORM = sky130hd
export DESIGN_NAME = adaptive_TLC
export DESIGN_NICKNAME = adaptive_TLC
export VERILOG_FILES = /design/flow/design.v
export SDC_FILE = /design/flow/constraint.sdc
export NUM_CORES = 4
export LEC_CHECK = 1
export CORE_AREA = 10 10 104 104
export DIE_AREA = 0 0 114 114
==> flow/constraint.sdc <==
current_design adaptive_TLC

set clk_period 3.0
set clk_io_pct 0.2

create_clock -name clk0 -period $clk_period [get_ports {clk}]

set non_clock_inputs [all_inputs -no_clocks]
set_input_delay [expr $clk_period * $clk_io_pct] -clock clk0 $non_clock_inputs
set_output_delay [expr $clk_period * $clk_io_pct] -clock clk0 [all_outputs]
==> metrics.cfg <==
[placed_design]
dpl_cell_area_um2=1720
port_buffers=22
hpwl_mm=2.34
gp_congestion=0.860

[worst_setup_path]
r2r-end=n[2]
arrival_ps=2090
crit_buf_inv=0
r2r_slack_ps=1080
crit_type=reg2reg
r2r-start=state[0]
max_stage_delay_ps=650
crit_path_cell_trace=and4bb_1, nor2_1, a22oi_2, nand2_2, or2_1
cp.required_ps=3170
cp-start-kind=flop
r2r_cells=5
worst_path_dominant_cell_family=simple AND/OR/NAND/NOR gates
path_max_fanout=12
worst_setup_path_end_kind=flop
critPathSlowestCell=dfxtp_1

[routing]
ant_nets=0
n_antenna_cell=0
routed_wl_mm=3.11
vias_per_cell=4.06
drt-initial-drc-count=153
drtPass1Iterations=4
drc=0
wl_per_cell_um=11.3
vias=1121

[cts]
clk_path_buf_depth=2
postCtsSetupBuffers=0
cts_tree=built
cts_hold_buf=0
cts_resized=0
cts_root_buffer=clkbuf_8
cts_sinks=29
htreeDepth=2
clk_latency_ps=280
clk_pin_slew_worst_paths_ps=70
cts_buffers=5

[finish]
n_fill_cell=973
mostFrequentLayoutCell=dfxtp_1
syn2layout_area_growth_pct=32.0
regArea_um2=581
final_cell_mix=dfxtp_1, nor2_1, clkdlybuf4s50_1, a211oi_1, inv_1
comb_area_um2=757
drive_above_1_share=0.167
final_area_um2=1860

[yosys]
ys_cells=144
yosys_area_um2=1410
yosysSeqAreaShare=0.413
top_area_frac=0.413
flop_cell=dfxtp_1
ys_types=52
synthArstFlopShare=0
edf_count=0
synthTopCellsByArea=dfxtp_1, nor2_1, a211oi_1, nor4_4, nor4b_2
syn-cell-area_um2=1410
largest_area_cell=dfxtp_1
synth_cells=144
synth_flops=29
ys_warn_count=1
syn_avg_cell_area_um2=9.77

[job]
warning_count=26
max_cap_viol_count=0

[global_route]
grt_pass1_vias=1105
grt_pass1_wl_mm=5.38
grt_use_met1=0.0725
grt_util_met3=0.0149
grt_usage=0.0492
antenna_found_initial=0
grt_start_max_net_pins=13
grt_use_met2=0.0721
grt_remaining_overflow=0
grt.busiest_layer=met1

[final_timing]
fin_crit_ps=1920
worst_pin_slew_ps=527
setup_violations=0
final_hold_viol_count=0
rsz0062_at_grt=false
finalClockSkew_ps=5.26
fmax_ghz=0.521
finalSetupTns_ps=0
relSlewSlack=0.648
period_used_share=0.640
slew_violations=0

[die]
die_width_um=114
die-area_um2=13000
dieHeight_um=114
coreArea_um2=8680
io_pins=23
fp_util=0.162
rows=34

[worst_hold_path]
hold_class=reg2reg
hp-start=car_pending[1]
min_delay_worst_endpoint=car_pending[1]
hold_depth=1

[power]
power.leakage_nw=0.640
fin_total_pwr_w=0.00135
ir_worst_vdd_mv=0.269
powerDensity_nw_per_um2=729

[outcome]
outcome=complete, no violations

-- metal layers --
metal,part of all wire,up-vias
met5,0,-
met4,0.0064,0
met3,0.048,4
met2,0.44,22
met1,0.51,512
li1,-,583
-- kinds of logic (layout without fill, tap and decap cells) --
| logic type | Yosys count | count (layout) | share of synthesized area |
|---|---|---|---|
| AND/OR/NAND/NOR | 64 | 64 | 0.294 |
| AND-OR/OR-AND | 36 | 36 | 0.227 |
| flip-flops | 29 | 29 | 0.413 |
| buffers and inverters | 13 | 37 | 0.0489 |
| adder cells (fa/ha/maj) | 2 | 2 | 0.0178 |
-- layout make-up --
class	instances	area share
Inverter	6	0.0121
Clock inverter	3	0.0350
Sequential cell	29	0.313
Tap cell	108	0.0728
Timing Repair Buffer	23	0.123
Clock buffer	5	0.0371
Multi-Input combinational cell	102	0.408
-- registers in the layout, summed over array words and instances, names as in the netlist --
register / cells
car_pending: 4
count: 4
emergency_pending: 4
state: 4
e: 3
n: 3
s: 3
w: 3
pedestrian_pending: 1
-- worst max-delay path by stage --
stage	startpoint	endpoint	slack [ps]	cells past startpoint
after CTS	state[0]	n[2]	1090	5
after global routing	state[0]	n[2]	930	5
final	state[0]	n[2]	1080	5
-- cells in the mapped netlist, types with 2 or more instances --
cell,number
a211oi_1,7
a21oi_1,4
a22o_1,2
a311oi_1,2
a31oi_1,2
buf_6,2
clkbuf_1,2
dfxtp_1,29
ha_1,2
inv_1,6
nand2_1,5
nand2_2,2
nand2b_1,3
nand3_1,3
nand3b_1,2
nor2_1,22
nor2_4,2
nor2b_1,2
nor3_1,5
nor3b_1,2
nor4_1,2
nor4_4,2
nor4b_2,2
o21bai_1,2
o2bb2ai_1,2
or2_1,2
-- metrics by stage --
stage	std cells	hold WS [ps]	setup slack (ps)	util
floorplan	144	484	1380	-
global placement	268	519	948	0.199
detailed placement	268	524	904	0.199
CTS	276	532	1090	0.214
global route	276	571	933	0.214
finish	276	530	1080	0.214
-- power breakdown --
group | internal, W | leakage (nW) | switching (W)
combinational | 0.000181 | 0.333 | 0.000184
clock | 0.000330 | 0.0681 | 0.000149
sequential | 0.000443 | 0.238 | 0.0000665
No activity file was given, so power comes from the tool's default toggle rates.
